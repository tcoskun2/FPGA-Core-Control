`design/flow/run.sh`:
```
#!/bin/bash
# OpenROAD 26Q1-2900-gdf79404cd8, Yosys 0.63+post, stock flow scripts
make -C /OpenROAD-flow-scripts/flow DESIGN_CONFIG=/design/flow/config.mk WORK_HOME=/design/flow/orfs finish
```
`design/flow/config.mk`:
```
export PLATFORM = sky130hd
export DESIGN_NAME = tempsensors
export DESIGN_NICKNAME = tempsensors
export VERILOG_FILES = /design/flow/design.v
export SDC_FILE = /design/flow/constraint.sdc
export NUM_CORES = 4
export LEC_CHECK = 1
export CORE_AREA = 10 10 103 103
export DIE_AREA = 0 0 113 113
```
`design/flow/constraint.sdc`:
```
current_design tempsensors

set clk_period 1.8
set clk_io_pct 0.2

create_clock -name clk0 -period $clk_period [get_ports {tempclk}]

set non_clock_inputs [all_inputs -no_clocks]
set_input_delay [expr $clk_period * $clk_io_pct] -clock clk0 $non_clock_inputs
set_output_delay [expr $clk_period * $clk_io_pct] -clock clk0 [all_outputs]
```
`design/flow/design.v`:
```
module tempsensors(
    input  wire    tempclk,    
    output wire [7:0]  temp1,
    output wire [7:0]  temp2, 
    output wire [7:0]  temp3 
);
    reg [7:0] counter1 = 8'd30;
    reg [7:0] counter2 = 8'd40;
    reg [7:0] counter3 = 8'd50;
    always @(posedge tempclk) begin  
        if (counter1 < 8'd90)
            counter1 <= counter1 + 1;
        else
            counter1 <= 8'd30;
        if (counter2 < 8'd90)
            counter2 <= counter2 + 1;
        else
            counter2 <= 8'd30;
        if (counter3 < 8'd90)
            counter3 <= counter3 + 1;
        else
            counter3 <= 8'd30;
    end
    assign temp1 = counter1;
    assign temp2 = counter2;
    assign temp3 = counter3;
endmodule
```
==> notes.md <==
Physical implementation

The flow ran to the end, and the final reports show no timing, DRC or antenna violations. The largest area contributor in the netlist is dfxtp_1. The final routed wire length divided by cell count is 9.92 µm.

The placeable core region is 8300 µm². The met2 wire length is approximately 800 µm. Yosys instantiated no cell more often than dfxtp_1. The worst reg2reg path depth is 4. The number of clock sinks seen by CTS is 24. The maximum clock frequency is 614 MHz. In the synthesized netlist the async set-or-reset flop fraction comes to 0%. Setup repair after global routing left no endpoint under its margin. A synthesized cell averages 10.5 µm².

The clock period could shrink to around 1600 ps. The sequential-to-total area share from yosys stat is about half. The top fanout value on the critical path is 8. Summed over all nets, the half-perimeter wirelength after detailed placement is ~1600 µm. The worst register-to-register path has a setup slack of 430 ps. Detailed routing inserted a total of around 750 vias. The DRC violations left is 0. In the final routing, the length of wire on met1 measures 1120 µm. The placement stage leaves a total instance area of approximately 1300 µm². The critical path's slowest stage uses the library cell clkdlybuf4s50_1. The total area of multi-input combinational cells is 454 µm². Post-CTS repair changed the size of 0 cells.

Per the post-CTS timing run, clock transition at the registers of the reported paths is 90 ps. The overall chip area is about 13000 µm². The cell sequence reported for the critical path is clkdlybuf4s50_1. The worst setup path is of the reg2out kind.

The area share of the largest cell type after synthesis is approximately 52%. The setup clock skew after layout is 1.03 ps. The vias per cell is roughly 3.4. The final critical path takes up about nine tenths of the cycle. The wire length of the first global-routing pass is between 3000 and 4000 µm. The number of antenna violations at the first check in global routing is 0. The highest cell delay on the worst timing path is 520 ps.

Per the GRT congestion report, total overflow comes to 0. Entering global routing, the biggest net connects 15 pins. Counting every instance in the synthesized netlist gives 88. The data required time reported for the critical path is around 1400 ps.

The TritonCTS clock tree is done. The count of final setup violators is 0. In this run the top signal layer used is met4. Detailed-route iteration 0 reported a violation count of 17. The floorplan step records an initial core utilization of 11.2%.

Sorting the synthesized cells by area gives the leading types as dfxtp_1 (52%), or3_1 (12%), xnor2_1 (5.7%), nand3_1 (4.9%), a211oi_1 (4.9%). The fraction of final layout cells sized beyond drive strength 1 is between 5 and 6%. The element type at the critical path end is a primary output. In this run the count of I/O pins placed on the die edge is 25. Counting instances in the post-synthesis netlist gives the leading cell types as dfxtp_1 (24), or3_1 (18), nand3_1 (9). The buffer depth of the longest clock path is 2. The via count of the first global-routing pass is between 700 and 800. The sum of negative setup slack is 0 ps. The routability-driven placement congestion ratio is 0.761. Clock latency on the worst-skew pair, taken at its later pin, is 270 ps. The count of state elements after synthesis is 24.

The y dimension of the die is 113 µm. The cell total in the yosys stat output is 88. The power report puts the leakage power at 0.000483 µW.

For reference, the final report shows the hold violation count at 0. Global routing consumed, over all layers together, under 10% of the routing resources. The number of fill cells is 905. The final non-filler cell area is 1380 µm². Detailed routing placed a total of 255 µm of wire on met3. The worst voltage drop across the vdd grid is 0.385 mV. Max-slew check failures listed in the final report amount to 0. The total of max-cap violations is 0. The critical path arrival is between 1000 and 1500 ps. Before any placement, the netlist area is recorded as 927 µm².

The worst hold path terminates at counter2[0]$_SDFF_PP0_. Wires add up to 2210 µm. The final antenna diode count is 0. The kind of launch point of the worst setup path is a flop. The first TritonRoute pass finished after 4 iterations.

The chip area estimate from yosys synthesis is 927 µm². Input and output buffers added on the ports amount to 24. The cell family with the largest share of critical-path delay is buffers and inverters. The worst min-delay path category is reg2reg. The script reports the combined buffer and inverter count of the critical path as 1. The startpoint of the most critical register-to-register path is counter3[1]$_SDFF_PP1_. For the worst min-delay path, the startpoint reported by OpenROAD is counter2[0]$_SDFF_PP0_. The number of distinct library cells after synthesis is 14. After clock tree synthesis, the setup repair step added 0 buffers.

The number of routed nets with antenna violations is 0. The footprint of the flip-flops and latches is 480 µm². In this run, post-CTS hold repair placed 0 buffers. The master cell of the clock root buffer is clkbuf_8. In this run the power density over the cells is 1080 nW/µm².

The most frequently used flop master after synthesis is dfxtp_1. For this run, the number of Yosys warnings is 1. From synthesis to final layout, the design area changed by 48.6%. The hold-critical path depth is 1. The number of warnings the tools reported is 25.

Yosys mapped a number of flops with a built-in enable equal to 0. The CTS buffer count is 3. The reg-to-reg critical path endpoint is counter3[6]$_SDFF_PP0_. The cell row count is 33.

The horizontal die dimension is 113 µm. The total number of H-tree levels is 1.
==> per-layer routing <==
layer  vias up  track usage (%)
li1        386                -
met1       339             4.62
met2        22             4.65
met3         2             2.08
met4         0            0.423
met5         -                0
==> kinds of logic after synthesis <==
kind of cell	synth area share, %
simple gates	19.8
flops	51.8
compound gates	15.4
xor+xnor	8.50
fa+ha+maj	4.05
other cells	0.404
==> final cells by class <==
type | count | area share, %
Clock buffer | 3 | 3.00
Clock inverter | 1 | 2.18
Multi-Input combinational cell | 66 | 33.0
Timing Repair Buffer | 24 | 17.4
Tap cell | 105 | 9.54
Sequential cell | 24 | 34.9
==> worst reg2reg max path, stage by stage, from the launching register on <==
cell,delay [ps]
dfxtp_1,390
ha_1,230
nand3_1,110
or3_1,320
a211oi_1,240
==> metrics by stage <==
step / setup WS (ps) / std cells / util [%] / power [µW] / hold WS, ps
2_1_floorplan: 593 / 90 / - / 840 / 424
3_3_place_gp: 471 / 219 / 15.7 / 1020 / 470
3_5_place_dp: 471 / 219 / 15.7 / 1020 / 481
4_1_cts: 157 / 223 / 16.6 / 1520 / 498
5_1_grt: 80.6 / 223 / 16.6 / 1590 / 513
6_report: 171 / 223 / 16.6 / 1490 / 497
==> where the power goes <==
| part | switching (µW) | total (µW) | internal, µW |
|---|---|---|---|
| sequential | 97.3 | 700 | 602 |
| clock | 186 | 484 | 297 |
| combinational | 91.8 | 306 | 214 |
| total | 375 | 1490 | 1110 |
==> cell usage in the layout (no fill, tap or decap), drive strengths merged <==
master,count
dfxtp,24
clkdlybuf4s50,24
or3,18
nand3,9
o21ai,6
a211oi,6
xnor2,6
nand2,3
o211a,3
xor2,3
nor3,3
ha,3
clkbuf,3
conb,3
o21a,3
bufinv,1
==> flip-flops by register name (all words and copies together) (netlist names) <==
name / flops
counter1: 8
counter3: 8
counter2: 8
==> how the worst max path moves through the flow <==
stage | from | end | slack (ps) | cells past startpoint
after global routing | counter1[7]$_SDFF_PP0_ | temp1[7] | 80 | 1
final | counter2[7]$_SDFF_PP0_ | temp2[7] | 170 | 1
after CTS | counter2[7]$_SDFF_PP0_ | temp2[7] | 160 | 1
No activity file was given, so power comes from the tool's default toggle rates.
