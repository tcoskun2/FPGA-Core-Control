**config.mk**
```make
export PLATFORM = sky130hd
export DESIGN_NAME = Workcontrol
export DESIGN_NICKNAME = Workcontrol
export VERILOG_FILES = /design/flow/design.v
export SDC_FILE = /design/flow/constraint.sdc
export NUM_CORES = 4
export LEC_CHECK = 1
export CORE_AREA = 10 10 70 70
export DIE_AREA = 0 0 80 80
```
**constraint.sdc**
```tcl
current_design Workcontrol

set clk_period 1.0
set clk_io_pct 0.2

create_clock -name clk0 -period $clk_period [get_ports {newinput}]

set non_clock_inputs [all_inputs -no_clocks]
set_input_delay [expr $clk_period * $clk_io_pct] -clock clk0 $non_clock_inputs
set_output_delay [expr $clk_period * $clk_io_pct] -clock clk0 [all_outputs]
```
**design.v**
```verilog
`timescale 1ns / 1ps
module Workcontrol(
input newinput,               
input wire [7:0] temp_core0,
input wire [7:0] temp_core1,
input wire [7:0] temp_core2,
input wire [15:0] task_data,
output reg [15:0] data_out,
output reg [1:0] core_select
    );
 localparam Threshold = 8'd75;  
always @(posedge newinput)
begin
    data_out <= task_data;
        if (temp_core0 <= temp_core1 && temp_core0 <= temp_core2) begin
        core_select <= 2'b00;
        end
        else if (temp_core1 <= temp_core0 && temp_core1 <= temp_core2) begin
        core_select <= 2'b01;
        end
        else begin
        core_select <= 2'b10;
        end
    #5  
    core_select <= 2'b11;  
end
endmodule
```
**run.sh**
```bash
#!/bin/bash
# OpenROAD 26Q1-2900-gdf79404cd8, Yosys 0.63+post, stock flow scripts
make -C /OpenROAD-flow-scripts/flow DESIGN_CONFIG=/design/flow/config.mk WORK_HOME=/design/flow/orfs finish
```
==> insert_results.sql <==
-- physical implementation figures
INSERT INTO impl_metrics (metric_group, metric, value, unit) VALUES
('outcome', 'run_status', 'finished clean', ''),
('worst_hold_path', 'timing.hold.worst_path_depth', '1', ''),
('final_timing', 'hold_viol', '0', ''),
('grt', 'grt_overflow', '0', ''),
('synth', 'postSynthCellCount', '19', ''),
('synth', 'yosysWarningCount', '1', ''),
('synth', 'netlist_area', '339', 'um^2'),
('die', 'initCoreUtil', '9.93', '%'),
('synth', 'main_kind_of_combinational_logic_by_area', 'buffers and inverters', ''),
('place', 'pre_cts_slack', '0.0263', 'ns'),
('clock_network', 'clock_tree.buffer_depth', '2', ''),
('critical_path', 'cpMaxStageDelayCell', 'sky130_fd_sc_hd__dfxtp_1', ''),
('flow_run', 'warnings', '49', ''),
('routing', 'postRouteWirelength', '1.09', 'mm'),
('critical_path', 'cpLargestDelayFamily', 'flip-flops', ''),
('grt', 'grt_antenna_before_repair', '0', ''),
('final_timing', 'grt_setup_unrepaired', 'false', ''),
('finish', 'postLayoutCoreUtil', '20.0', '%'),
('final_timing', 'finalHoldWorstSlack', '0.346', 'ns'),
('synth', 'yosys_area', '339', 'um^2'),
('routing', 'wl_per_cell', '10.9', 'um'),
('routing', 'initialDrtViolationCount', '0', ''),
('critical_path', 'critical_path_arrival', '0.76', 'ns'),
('critical_path', 'criticalPathCategory', 'reg -> out', ''),
('finish', 'mostFrequentLayoutCell', 'sky130_fd_sc_hd__clkdlybuf4s50_1', ''),
('routing', 'vias_per_cell', '2.44', ''),
('clock_network', 'cts-buffers-inserted', '3', ''),
('synth', 'mux_share', '0', '%'),
('finish', 'drive_above_1_share', '50.0', '%'),
('finish', 'largest_reg_flops', '16', ''),
('synth', 'synth_cell_types', '3', ''),
('final_timing', 'period_needed', '0.960', 'ns'),
('flow_run', 'maxCapViolations', '0', ''),
('power_and_ir_drop', 'p_per_area', '1740', 'nW/um^2'),
('critical_path', 'critical_path.startpoint', 'data_out[6]', ''),
('grt', 'maximum_number_of_pins_on_one_net_before_global_route_repair', '10', ''),
('final_timing', 'fmaxAchievable', '1040', 'MHz'),
('synth', 'synth-simple-area-share', '0', '%'),
('final_timing', 'finalMaxSlewViolations', '0', ''),
('grt', 'track_usage', '3.25', '%'),
('power_and_ir_drop', 'power.ir.vdd_worst', '0.304', 'mV'),
('die', 'floorplan.io_pins', '59', ''),
('routing', 'final_antenna_net_count', '0', ''),
('synth', 'syn_area_per_cell', '17.8', 'um^2'),
('place', 'buffer_ports.inserted', '32', ''),
('clock_network', 'htree_levels', '1', ''),
('finish', 'regMostFlops', 'data_out', ''),
('finish', 'largest_registers_in_the_final_layout', 'data_out x16', ''),
('die', 'dieWidth', '80', 'um'),
('final_timing', 'fin_ws', '0.0398', 'ns'),
('synth', 'synth-seq-cells', '16', ''),
('synth', 'synth.largest_area_cell', 'sky130_fd_sc_hd__dfxtp_1', ''),
('synth', 'synth_seq_share', '94.5', '%'),
('final_timing', 'setup_viol', '0', ''),
('critical_path', 'cp-end-kind', 'primary output', ''),
('routing', 'num_vias', '244', ''),
('die', 'fp-row-count', '21', ''),
('synth', 'synth.top_cells.by_area', 'sky130_fd_sc_hd__dfxtp_1 (94%), sky130_fd_sc_hd__buf_4 (4.4%), sky130_fd_sc_hd__conb_1 (1.1%)', ''),
('critical_path', 'path_cells', 'clkdlybuf4s15_1', ''),
('worst_hold_path', 'hold_path.startpoint', 'task_data[0]', ''),
('critical_path', 'critical_path_buf_inv_count', '1', ''),
('die', 'die-height', '80', 'um'),
('critical_path', 'timing.critical_path.slowest_cell_delay', '0.32', 'ns'),
('routing', 'number_of_iterations_in_the_first_detailed_routing_pass', '1', ''),
('synth', 'synth.top_cell.area_share', '94.5', '%'),
('critical_path', 'critical_path_cell_count', '1', ''),
('final_timing', 'fin_setup_tns', '0', 'ns'),
('finish', 'area_delta_synth_final', '101', '%'),
('synth', 'ys_cells', '19', ''),
('place', 'gpl.final_weighted_congestion', '0.619', ''),
('worst_hold_path', 'worstHoldPathType', 'in -> reg', '');
synthesized netlist by cell type, drive strengths merged:
master	count
dfxtp	16
buf	2
conb	1
layout make-up:
cell class / count / area (um^2)
repair buffers: 32 / 250
well taps: 46 / 57.6
multi-input cells: 2 / 7.51
clock buffers: 4 / 36.3
fillers: 386 / 2730
flip-flops and latches: 16 / 332
worst max-delay path by stage:
stage,to
6_report,data_out[6]
5_1_grt,data_out[6]
4_1_cts,data_out[13]
cell families (layout without fill, tap and decap cells):
family       Yosys count  in the layout
other cells            1              2
buf+inv                2             36
flops                 16             16
power breakdown:
| part | internal (mW) | switching (mW) |
|---|---|---|
| combinational | 0.0764 | 0.0128 |
| sequential | 0.674 | 0.00802 |
| clock | 0.221 | 0.194 |
| total | 0.972 | 0.215 |
metal layers:
metal / GRT usage, % / wire length [um] / vias up
li1: - / - / 121
met1: 3.01 / 321 / 110
met2: 5.70 / 613 / 11
met3: 1.93 / 118 / 2
met4: 1.23 / 34 / 0
met5: 0 / 0 / -
metrics by stage:
stage          instance area [um^2]  cells
2_1_floorplan                   343     20
3_3_place_gp                    706     96
3_5_place_dp                    706     96
4_1_cts                         739    100
5_1_grt                         683    100
6_report                        683    100
what timing repair did:
action / in CTS / in global routing
setup endpoints to repair: 16 / 13
resized: 35 / 20
hold buffers: 0 / 0
Power and IR drop assume default switching activity.
